File: /design/flow/design.v
module genImm(
    input logic [31:0] i_instruction,
    input logic [2:0] i_operation,
    output logic [31:0] o_imm
);
logic [31:0] i0, i1;
assign i0[31:0] = {{20{i_instruction[31]}}, i_instruction[31:20]};
assign i1[31:0] = {{27{1'b0}}, i_instruction[24:20]};
logic [31:0] s;
assign s[31:0] = {{20{i_instruction[31]}},i_instruction[31:25],i_instruction[11:7]};
logic [31:0] b;
assign b[31:0] = {{20{i_instruction[31]}},i_instruction[7],i_instruction[30:25],i_instruction[11:8],1'b0};
logic [31:0] jal;
assign jal[31:0] = {{12{i_instruction[31]}},i_instruction[19:12],i_instruction[20],i_instruction[30:25],i_instruction[24:21],1'b0};
logic [31:0] u;
assign u[31:0] = {i_instruction[31:12], {12{1'b0}}};
always_comb begin : decodeBlock
    case (i_operation)
        3'b000: o_imm = i0;
        3'b001: o_imm = i1;
        3'b010: o_imm = s;
        3'b011: o_imm = b;
        3'b100: o_imm = jal;
        3'b101: o_imm = u;
        default: o_imm = i0;
    endcase
end
endmodule
File: /design/flow/run.sh
#!/bin/bash
# OpenROAD 26Q1-2900-gdf79404cd8, Yosys 0.63+post, stock flow scripts
make -C /OpenROAD-flow-scripts/flow DESIGN_CONFIG=/design/flow/config.mk WORK_HOME=/design/flow/orfs finish
File: /design/flow/config.mk
export PLATFORM = sky130hd
export DESIGN_NAME = genImm
export DESIGN_NICKNAME = genImm
export VERILOG_FILES = /design/flow/design.v
export SDC_FILE = /design/flow/constraint.sdc
export NUM_CORES = 4
export LEC_CHECK = 1
export CORE_AREA = 10 10 70 70
export DIE_AREA = 0 0 80 80
File: /design/flow/constraint.sdc
current_design genImm

set clk_period 3.1
set clk_io_pct 0.2

create_clock -name clk0 -period $clk_period

set non_clock_inputs [all_inputs -no_clocks]
set_input_delay [expr $clk_period * $clk_io_pct] -clock clk0 $non_clock_inputs
set_output_delay [expr $clk_period * $clk_io_pct] -clock clk0 [all_outputs]
==> notes.md <==
Flow results.

- The pin slew with the least headroom to its limit is 264 ps.
- The number of library cell types mapped by synthesis is 21.
- The number of global-route vias before repair came to 674.
- The number of standard-cell rows in the floorplan is 21.
- The critical setup path kind is input port to output port.
- The count of flip-flops and latches is 0.
- STA puts the critical path data arrival time at 2290 ps.
- Per the detail_route report, routed wire per instance is 13.3 µm.
- According to the report, the first pass of detailed routing completed in 4 iterations.
- The synthesis warning total is 1.
- Entering global routing, the biggest net connects 12 pins.
- In the layout the commonest cells are sky130_fd_sc_hd__clkdlybuf4s50_1, sky130_fd_sc_hd__a21o_1, sky130_fd_sc_hd__nor2_1, sky130_fd_sc_hd__and2_1, sky130_fd_sc_hd__a21oi_1.
- The area of the core is 3420 µm².
- The initial antenna violation count was 0.
- The post-CTS setup buffer count is 0.
- The chip area in the Yosys report is 390 µm².
- The global-route congestion overflow total is 0.
- The residual DRC count is 0.
- The largest voltage drop on the vdd net is 0.0411 mV.
- The cell area that synthesis handed to floorplanning was 390 µm².
- According to the I/O placement log, the pin count is 67.
- The routed layout has 642 vias.
- Per the detailed-route log, wirelength across all metal layers totals 2.18 mm.
- The fraction of final layout cells with drive strength greater than 1 is 6.78%.
- The first routing iteration left 7 violations.
- Derived from the worst setup path, the maximum achievable clock frequency is 0.343 GHz.
- STA classifies the critical path startpoint as an input port.
- Hold-check failures listed in the final report amount to 0.
- The number of inserted diodes is 0.
- The final timing report derives a shortest allowable period of 2910 ps.
- The layout overhead on the synthesized area is 167%.
- The sequential cells in the finished layout cover a total of 0 µm².
- Counting every instance in the synthesized netlist gives 59.
- The number of maximum-capacitance violations recorded for the run is 0.
- Max fanout on the critical path was recorded as 10.
- The post-route setup TNS is 0 ps.
- The routability congestion estimate is 0.769.
- The power per cell area is 145 nW/µm².
- The share of synthesized area occupied by flip-flops and latches is 0%.
- The number of nets with antenna violations after detailed routing is 0.
- The tool warning count for the run is 39.
- After routing the design area is 1040 µm².
- Per the final report, max-transition violations number 0.
- The die is 80 µm wide.
- The kind of end point of the critical path is an output port.
- In this run the static leakage power is 0.474 nW.
- The final-report setup violation count is 0.
- Hold repair after CTS inserted 0 buffers.
- Buffers placed on the I/O ports in this run total 60.
- Setup repair after global routing left no endpoint under its margin.
- Per the detail_route report, vias per standard cell equal 3.91.
- The report lists the number of cells resized after CTS as 0.
- The wire length of the first global-routing pass is 3.30 mm.
- The die outline height is 80 µm.
- The layout has 363 filler cells.
- The synthesized netlist was found by Yosys to have 59 cells.
- Global routing consumed, over all layers together, 6.16% of the routing resources.
- Summed over all nets, the half-perimeter wirelength after detailed placement is 1.87 mm.
- The worst slew margin relative to its limit is 82.4%.
- In this run the cell area measured after placement is 1040 µm².
- The classification of the worst-slack hold path is input port to output port.
- The top-area cell type share of the netlist area is 36.5%.
- The die covers 6400 µm².
- For reference, the post-synthesis area per instance comes to 6.62 µm².
- The run finished with clean final reports.
- STA puts the critical path data required time at 2480 ps.
- Counting only logic cells after layout, the most numerous master is sky130_fd_sc_hd__clkdlybuf4s50_1.
- After synthesis, the cell types taking the most area are sky130_fd_sc_hd__a21o_1, sky130_fd_sc_hd__and2_1, sky130_fd_sc_hd__a21oi_1.
- The biggest area contributor in the post-synthesis netlist is sky130_fd_sc_hd__a21o_1.
- The starting density of the core is 11.4%.
- The number of clock buffer instances in the layout is 0.
- The share of the clock period used by the worst path after layout is 94.0%.
cell usage after synthesis:
library cell / count
sky130_fd_sc_hd__a311oi_1: 1
sky130_fd_sc_hd__buf_2: 2
sky130_fd_sc_hd__a21oi_1: 5
sky130_fd_sc_hd__nor2_2: 1
sky130_fd_sc_hd__o22ai_1: 4
sky130_fd_sc_hd__inv_2: 1
sky130_fd_sc_hd__nor2b_1: 2
sky130_fd_sc_hd__nor2_1: 6
sky130_fd_sc_hd__nand3_1: 1
sky130_fd_sc_hd__nand2b_1: 1
sky130_fd_sc_hd__o21a_1: 2
sky130_fd_sc_hd__mux2i_1: 1
sky130_fd_sc_hd__and2_1: 6
sky130_fd_sc_hd__o21ai_0: 1
sky130_fd_sc_hd__and2_4: 1
sky130_fd_sc_hd__a21o_1: 19
sky130_fd_sc_hd__buf_6: 1
sky130_fd_sc_hd__a22oi_1: 1
sky130_fd_sc_hd__nand2b_2: 1
sky130_fd_sc_hd__buf_4: 1
sky130_fd_sc_hd__nor2_4: 1
through the flow:
stage / hold slack [ps] / total power (W) / utilization (%) / setup slack [ps] / cells
after global placement: 2190 / 0.000153 / 30.5 / 208 / 164
after global routing: 2210 / 0.000166 / 30.5 / 97.3 / 164
after floorplan: 1260 / 0.0000402 / - / 1270 / 59
after CTS: 2190 / 0.000155 / 30.5 / 189 / 164
after detailed placement: 2180 / 0.000153 / 30.5 / 200 / 164
final: 2190 / 0.000152 / 30.5 / 186 / 164
final timing paths:
path  slack [ps]               from         to  depth (start not counted)
max          190     i_operation[1]   o_imm[4]                          6
min         2190  i_instruction[12]  o_imm[12]                          3
cell families after synthesis:
group                  count (synthesis)  share of synthesized area, %
AOI/OAI and AO/OA                     33                          58.7
and+or+nand+nor                       20                          30.5
buffers and inverters                  5                          8.33
muxes                                  1                          2.56
cell type report:
class                      count  area (µm²)  area share, %
timing repair buffer          63         623           59.8
tap                           46        57.6           5.52
inverter                       1        3.75          0.360
multi-input combinational     54         358           34.3
critical path, stage by stage:
cell and delay (ps):
sky130_fd_sc_hd__clkdlybuf4s50_1 610, sky130_fd_sc_hd__nand2b_2 210, sky130_fd_sc_hd__buf_4 180, sky130_fd_sc_hd__a21oi_1 70, sky130_fd_sc_hd__nor2_1 120, sky130_fd_sc_hd__clkdlybuf4s50_1 480
power breakdown:
part           switching, W  leakage, nW  internal, W
clock network             0            0            0
logic             0.0000427        0.474     0.000109
registers                 0            0            0
metal layers:
metal	vias to the layer above	wire length (µm)	global-route usage, %
li1	335	-	-
met1	263	960	7.71
met2	44	874	9.95
met3	0	342	2.95
met4	0	0	0
met5	-	0	0
No activity file was given, so power comes from the tool's default toggle rates.
