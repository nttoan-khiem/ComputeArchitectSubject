==> design.v <==
`timescale 1ps/1ps
module branchControl (
    input  [31:0] i_rs1Data,
    input  [31:0] i_rs2Data,
    input         i_brUnsign,
    output        o_brLess,
    output        o_brEqual
);
    wire [32:0] rs1, rs2;
    assign rs1 = {1'b0, i_rs1Data};  
    assign rs2 = {1'b0, i_rs2Data};
    xorLogic xorLogicBlock (    
        .i_rs1(i_rs1Data),
        .i_rs2(i_rs2Data),
        .o_brEqual(o_brEqual)
    );
    branchLessControl branchLessBlock (  
        .i_rs1(rs1),
        .i_rs2(rs2),
        .i_brU(i_brUnsign),
        .o_less(o_brLess)
    );
endmodule
module xorLogic (
    input  [31:0] i_rs1,
    input  [31:0] i_rs2,
    output        o_brEqual
);
    wire [31:0] xorR1R2;
    assign xorR1R2  = i_rs1 ^ i_rs2; 
    assign o_brEqual = ~(|xorR1R2); 
endmodule
module branchLessControl (
    input  [32:0] i_rs1,
    input  [32:0] i_rs2,
    input         i_brU,
    output        o_less
);
    wire [32:0] bu2Rs2, subR1R2;
    assign bu2Rs2  = ~i_rs2 + 1'b1; 
    assign subR1R2 = i_rs1 + bu2Rs2;
    assign o_less = (i_brU) ? subR1R2[32] : subR1R2[31];
endmodule
==> run.sh <==
#!/bin/bash
# OpenROAD 26Q1-2900-gdf79404cd8, Yosys 0.63+post, stock flow scripts
make -C /OpenROAD-flow-scripts/flow DESIGN_CONFIG=/design/flow/config.mk WORK_HOME=/design/flow/orfs finish
==> config.mk <==
export PLATFORM = sky130hd
export DESIGN_NAME = branchControl
export DESIGN_NICKNAME = branchControl
export VERILOG_FILES = /design/flow/design.v
export SDC_FILE = /design/flow/constraint.sdc
export NUM_CORES = 4
export LEC_CHECK = 1
export CORE_AREA = 10 10 76 76
export DIE_AREA = 0 0 86 86
==> constraint.sdc <==
current_design branchControl

set clk_period 5.2
set clk_io_pct 0.2

create_clock -name clk0 -period $clk_period

set non_clock_inputs [all_inputs -no_clocks]
set_input_delay [expr $clk_period * $clk_io_pct] -clock clk0 $non_clock_inputs
set_output_delay [expr $clk_period * $clk_io_pct] -clock clk0 [all_outputs]
==> results.cfg <==
; yosys + openroad results
[final_timing]
final_hold_viol_count = 0
slew_headroom_pct = 73.22
timing.hold.ws_ns = 3.194
finalCriticalPeriod_ns = 4.799
maxSlewViolCount = 0
finalClockPeriodUsage_pct = 92.30
worst_pin_slew_ns = 0.3986
final.setup.tns_ns = 0
setup_viol = 0
fmax_mhz = 208.4
rsz0062_at_grt = false

[synthesis]
yosysUniqueCellTypes = 32
synthesis.instances = 151
post_synth_instance_area_um2 = 1022
yosysCellCount = 151
yosys-stat-area_um2 = 1022
synth_area_per_cell_um2 = 6.770
synth-warning-count = 0
yosys.stat.seqShare_pct = 0

[pwr]
power_leakage_nw = 0.8352
power_density_nw_per_um2 = 73.62
worst_ir_drop_vdd_v = 0.00002775
total_power_mw = 0.1292

[worst_setup_path]
critPathArrivalTime_ns = 3.76
critical_path_required_ns = 4.16
start_kind = input port
crit_type = input port to output pin
endpoint_class_of_the_critical_path = output pin
critPathMaxFanout = 5

[cells_and_area]
finished_layout_cell_area_um2 = 1755
clock_buffer_count = 0
final_core_util_pct = 42.66
mostFrequentLayoutCell = sky130_fd_sc_hd__clkdlybuf4s50_1
flop_area_um2 = 0
sequential_cell_total = 0
synthToLayoutAreaGrowth_pct = 71.73
mostFrequentLayoutCells = sky130_fd_sc_hd__clkdlybuf4s50_1 (67), sky130_fd_sc_hd__inv_1 (34), sky130_fd_sc_hd__ha_1 (32)
drive_gt1_share_pct = 1.376

[route]
detail_route.wl_per_cell_um = 11.19
drtAntennaViolNets = 0
drcViolationCount = 0
vias_per_cell = 4.440
dr_total_vias = 1190
detail_route.antenna_diodes = 0
first_pass_iters = 4
detail_route.wirelength_um = 2998
drt-initial-drc-count = 34

[floorplan]
core.rowCount = 23
x_dimension_of_the_die_um = 86
io-pin-count = 67
coreArea_um2 = 4115
floorplan.die_area_um2 = 7396
initial_standard_cell_utilization_of_the_core_pct = 24.84
die_height_um = 86

[worst_hold_path]
whs_endpoint = o_brLess
holdCritStartpoint = i_brUnsign
min_delay_path_depth = 4
worst_hold_path_type = input port to output pin

[run_status]
status = complete, no violations

[global_routing]
grt_antenna_before_repair = 0
grt_start_max_net_pins = 6
grt_remaining_overflow = 0
grt_usage_pct = 7.935
via_count_of_the_first_global_routing_pass = 1237
wire_length_of_the_first_global_routing_pass_um = 5161

[clock_tree]
count_of_hold_fix_buffers_inserted_at_cts = 0
post-cts-setup-buffer-count = 0
post_cts_resized = 0

[job]
tool_warnings = 32
drv.max_cap_violation_count = 0

[place]
port_buffers = 67
place_congestion = 0.7947
place.detailed.hpwl_um = 2831
cell_area_after_placement_um2 = 1755
==> final cells by class <==
cell class	count	area, um^2
fill	458	2360
multi-input combinational	116	889.6
timing repair buffer	67	670.6
inverter	35	132.6
tap	50	62.56
==> worst max-delay path by stage <==
| stage | from | to | slack (ns) | depth (start not counted) |
|---|---|---|---|---|
| 4_1_cts | i_rs2Data[14] | o_brLess | 0.38 | 11 |
| 5_1_grt | i_rs2Data[14] | o_brLess | 0.16 | 11 |
| 6_report | i_rs2Data[14] | o_brLess | 0.40 | 11 |
==> cell usage after synthesis (2+ instances only) <==
cell type / instances / area [um^2]
sky130_fd_sc_hd__inv_1: 34 / 127.6
sky130_fd_sc_hd__o21a_1: 2 / 15.01
sky130_fd_sc_hd__o211ai_1: 2 / 15.01
sky130_fd_sc_hd__a21oi_1: 19 / 95.09
sky130_fd_sc_hd__nand2_1: 9 / 33.78
sky130_fd_sc_hd__o21ai_0: 9 / 45.04
sky130_fd_sc_hd__a311oi_1: 2 / 17.52
sky130_fd_sc_hd__ha_1: 32 / 400.4
sky130_fd_sc_hd__and4_1: 2 / 17.52
sky130_fd_sc_hd__nor3b_1: 2 / 15.01
sky130_fd_sc_hd__a21o_1: 3 / 22.52
sky130_fd_sc_hd__nand3_1: 5 / 25.02
sky130_fd_sc_hd__o21ai_1: 3 / 15.01
sky130_fd_sc_hd__nand4_1: 5 / 31.28
sky130_fd_sc_hd__nor3_1: 3 / 15.01
sky130_fd_sc_hd__nor2_1: 3 / 11.26
==> logic make-up after synthesis <==
kind of cell             after synthesis  share of synthesized area, %
buffers and inverters                 35                         12.97
AND-OR/OR-AND                         47                         27.78
adder cells (fa/ha/maj)               32                         39.17
AND/OR/NAND/NOR                       37                         20.07
==> where the power goes <==
part	switching, mW	internal (mW)	leakage [nW]
logic	0.0494	0.0799	0.835
registers	0	0	0
clock network	0	0	0
total	0.0494	0.0799	0.835
==> routing by layer <==
| layer | vias up | global-route usage, % | part of all wire [%] |
|---|---|---|---|
| met4 | 0 | 0 | 0 |
| li1 | 677 | - | - |
| met1 | 477 | 11.17 | 51 |
| met5 | - | 0 | 0 |
| met2 | 36 | 12.44 | 41 |
| met3 | 0 | 2.193 | 8.5 |
==> metrics by stage <==
stage / setup slack [ns] / std cells
floorplan: 1.525 / 151
global placement: 0.4363 / 268
detailed placement: 0.3931 / 268
CTS: 0.3813 / 268
global route: 0.1633 / 268
finish: 0.4006 / 268
==> worst max-delay path: stages <==
cell	delay (ns)
sky130_fd_sc_hd__clkdlybuf4s50_1	0.45
sky130_fd_sc_hd__inv_1	0.04
sky130_fd_sc_hd__ha_1	0.33
sky130_fd_sc_hd__nand4_1	0.17
sky130_fd_sc_hd__or3_1	0.39
sky130_fd_sc_hd__a311oi_1	0.27
sky130_fd_sc_hd__o31a_1	0.15
sky130_fd_sc_hd__o21ai_1	0.07
sky130_fd_sc_hd__a211o_1	0.29
sky130_fd_sc_hd__nand4_1	0.06
sky130_fd_sc_hd__clkdlybuf4s50_1	0.50
Power and IR drop assume default switching activity.
