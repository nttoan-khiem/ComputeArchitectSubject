`flow/design.v`:
```
`timescale 1ns/1ps
module control(
    input logic [31:0] i_inst,
    input logic i_brlLess,
    input logic i_brEqual,
    output logic o_pcSel,
    output logic [2:0] o_opImm,
    output logic o_brUnsigned,
    output logic o_opaSel,
    output logic o_opbSel,
    output logic [3:0] o_aluOp,
    output logic o_memWrEnable,
    output logic [1:0] o_wbSel,
    output logic o_rdWrEnable,
    output logic [4:0] o_mask,
    output logic o_insn_vld
);
logic [6:0] opcode;
assign opcode = i_inst[6:0];
logic [2:0] func3;
assign func3 = i_inst[14:12];
logic specialBit;
assign specialBit = i_inst[30];
logic [3:0] formatCode;
always @(*) begin
    case (opcode)
        7'b0110111: formatCode = 4'd0;  
        7'b0010111: formatCode = 4'd1;  
        7'b1101111: formatCode = 4'd2;  
        7'b1100111: formatCode = 4'd3;  
        7'b1100011: formatCode = 4'd4;  
        7'b0000011: formatCode = 4'd5;  
        7'b0100011: formatCode = 4'd6;  
        7'b0010011: formatCode = 4'd7;  
        7'b0110011: formatCode = 4'd8;  
        default: formatCode = 4'b1111;  
    endcase
end
logic pcSel; 
logic pcSel_Bformat;
always @(*) begin
    case (func3)
        3'b000: pcSel_Bformat = i_brEqual;
        3'b001: pcSel_Bformat = ~(i_brEqual);
        3'b100: pcSel_Bformat = i_brlLess;
        3'b101: pcSel_Bformat = ~(i_brlLess);
        3'b110: pcSel_Bformat = i_brlLess;
        3'b111: pcSel_Bformat = ~(i_brlLess);
        default: pcSel_Bformat = 1'b0;  
    endcase
end
always @(*) begin
    case (formatCode)
        4'd0: pcSel = 0;
        4'd1: pcSel = 0;
        4'd2: pcSel = 1;   
        4'd3: pcSel = 1;   
        4'd4: pcSel = pcSel_Bformat;  
        4'd5: pcSel = 0;   
        4'd6: pcSel = 0;   
        4'd7: pcSel = 0;   
        4'd8: pcSel = 0;   
        default: pcSel = 0;
    endcase
end
logic [2:0] opImm;
logic [2:0] opImm_Iformat;
always @(*) begin
    case (func3)
        3'b001: opImm_Iformat = 3'b001;
        3'b101: opImm_Iformat = 3'b001;
        default: opImm_Iformat = 3'b000;       
    endcase
end
always @(*) begin
    case (formatCode)
        4'd0: opImm = 3'b101;   
        4'd1: opImm = 3'b101;   
        4'd2: opImm = 3'b100;   
        4'd3: opImm = 3'b000;   
        4'd4: opImm = 3'b011;  
        4'd5: opImm = 3'b000;   
        4'd6: opImm = 3'b010;   
        4'd7: opImm = opImm_Iformat;   
        4'd8: opImm = 3'b000;   
        default: opImm = 3'b000;
    endcase
end
logic brUnsign;
logic brUnsign_BFormat;
always @(*) begin
    case (func3)
        3'b110: brUnsign_BFormat = 1'b1;
        3'b111: brUnsign_BFormat = 1'b1;
        default: brUnsign_BFormat = 1'b0;  
    endcase
end
always @(*) begin
    case (formatCode)
        4'd0: brUnsign = 1'b0;   
        4'd1: brUnsign = 1'b0;   
        4'd2: brUnsign = 1'b0;   
        4'd3: brUnsign = 1'b0;   
        4'd4: brUnsign = brUnsign_BFormat;  
        4'd5: brUnsign = 1'b0;   
        4'd6: brUnsign = 1'b0;   
        4'd7: brUnsign = 1'b0;   
        4'd8: brUnsign = 1'b0;   
        default: brUnsign = 1'b0;
    endcase
end
logic opASel;
always @(*) begin
    case (formatCode)
        4'd0: opASel = 1'b0;  
        4'd1: opASel = 1'b1;  
        4'd2: opASel = 1'b1;  
        4'd3: opASel = 1'b0;  
        4'd4: opASel = 1'b1;  
        4'd5: opASel = 1'b0;  
        4'd6: opASel = 1'b0;  
        4'd7: opASel = 1'b0;  
        4'd8: opASel = 1'b0;  
        default: opASel = 1'b0;
    endcase
end
logic opBSel;
always @(*) begin
    case (formatCode)
        4'd0: opBSel = 1'b1;  
        4'd1: opBSel = 1'b1;  
        4'd2: opBSel = 1'b1;  
        4'd3: opBSel = 1'b1;  
        4'd4: opBSel = 1'b1;  
        4'd5: opBSel = 1'b1;  
        4'd6: opBSel = 1'b1;  
        4'd7: opBSel = 1'b1;  
        4'd8: opBSel = 1'b0;  
        default: opBSel = 1'b0;
    endcase
end
logic [3:0] aluOp;
logic [3:0] aluOp_IRFormat;
always @(*) begin
    case (func3)
        3'b000: aluOp_IRFormat = 4'b0000;  
        3'b001: aluOp_IRFormat = 4'b0111;  
        3'b010: aluOp_IRFormat = 4'b0010;  
        3'b011: aluOp_IRFormat = 4'b0011;  
        3'b100: aluOp_IRFormat = 4'b0100;  
        3'b101: begin 
            if(!specialBit) begin 
                aluOp_IRFormat = 4'b1000;  
            end else begin 
                aluOp_IRFormat = 4'b1001;  
            end
        end
        3'b110: aluOp_IRFormat = 4'b0101;  
        3'b111: aluOp_IRFormat = 4'b0110;  
        default: aluOp_IRFormat = 4'b0000; 
    endcase
end
always @(*) begin
    case (formatCode)
        4'd0: aluOp = 4'b1010;  
        4'd1: aluOp = 4'b0000;  
        4'd2: aluOp = 4'b0000;  
        4'd3: aluOp = 4'b0000;  
        4'd4: aluOp = 4'b0000;  
        4'd5: aluOp = 4'b0000;  
        4'd6: aluOp = 4'b0000;  
        4'd7: aluOp = aluOp_IRFormat;  
        4'd8: aluOp = aluOp_IRFormat;  
        default: aluOp = 4'b0000;
    endcase
end
logic memWrEnable;
always @(*) begin
    case (formatCode)
        4'd0: memWrEnable = 1'b0;  
        4'd1: memWrEnable = 1'b0;  
        4'd2: memWrEnable = 1'b0;  
        4'd3: memWrEnable = 1'b0;  
        4'd4: memWrEnable = 1'b0;  
        4'd5: memWrEnable = 1'b0;  
        4'd6: memWrEnable = 1'b1;  
        4'd7: memWrEnable = 1'b0;  
        4'd8: memWrEnable = 1'b0;  
        default: memWrEnable = 1'b0;
    endcase
end
logic [1:0] wbSel;
always @(*) begin
    case (formatCode)
        4'd0: wbSel = 2'b00;  
        4'd1: wbSel = 2'b00;  
        4'd2: wbSel = 2'b01;  
        4'd3: wbSel = 2'b01;  
        4'd4: wbSel = 2'b00;  
        4'd5: wbSel = 2'b10;  
        4'd6: wbSel = 2'b00;  
        4'd7: wbSel = 2'b00;  
        4'd8: wbSel = 2'b00;  
        default: wbSel = 2'b00;
    endcase
end
logic rdWrEnable;
always @(*) begin
    case (formatCode)
        4'd0: rdWrEnable = 1'b1;  
        4'd1: rdWrEnable = 1'b1;  
        4'd2: rdWrEnable = 1'b1;  
        4'd3: rdWrEnable = 1'b1;  
        4'd4: rdWrEnable = 1'b0;  
        4'd5: rdWrEnable = 1'b1;  
        4'd6: rdWrEnable = 1'b0;  
        4'd7: rdWrEnable = 1'b1;  
        4'd8: rdWrEnable = 1'b1;  
        default: rdWrEnable = 1'b0;
    endcase
end
logic [4:0] mask;
logic [4:0] mask_LSformat; 
always @(*) begin
    case (func3)
        3'b000: mask_LSformat = 5'b00001;
        3'b001: mask_LSformat = 5'b00011;
        3'b010: mask_LSformat = 5'b01111;
        3'b100: mask_LSformat = 5'b10001;
        3'b101: mask_LSformat = 5'b10011;
        default: mask_LSformat = 5'b00000;
    endcase
end
always @(*) begin
    case (formatCode)
        4'd0: mask = 5'b00000;  
        4'd1: mask = 5'b00000;  
        4'd2: mask = 5'b00000;  
        4'd3: mask = 5'b00000;  
        4'd4: mask = 5'b00000;  
        4'd5: mask = mask_LSformat;  
        4'd6: mask = mask_LSformat;  
        4'd7: mask = 5'b00000;  
        4'd8: mask = 5'b00000;  
        default: mask = 5'b00000;
    endcase
end
logic jalrFunc3Vld;
always @(*) begin
    case (func3)
        3'b000: jalrFunc3Vld = 1'b1; 
        default: jalrFunc3Vld = 1'b0;
    endcase
end
logic bTypeFuncVld;
always @(*) begin
    case (func3)
        3'b000: bTypeFuncVld = 1'b1;
        3'b001: bTypeFuncVld = 1'b1;
        3'b100: bTypeFuncVld = 1'b1;
        3'b101: bTypeFuncVld = 1'b1;
        3'b110: bTypeFuncVld = 1'b1;
        3'b111: bTypeFuncVld = 1'b1;
        default: bTypeFuncVld = 1'b0;  
    endcase
end
logic iTypefuncVld;
always @(*) begin
    case (func3)
        3'b001: begin 
            if(i_inst[31:25] === 7'd0) begin
                iTypefuncVld = 1'b1;
            end else begin 
                iTypefuncVld = 1'b0;
            end
        end 
        3'b101: begin 
            if(i_inst[31] | i_inst[29] | i_inst[28] | i_inst[27] | i_inst[26] | i_inst[25]) begin 
                iTypefuncVld = 1'b0;
            end else begin 
                iTypefuncVld = 1'b1;
            end
        end
        default: iTypefuncVld = 1'b1;
    endcase
end
logic rTypeFuncVald;
always @(*) begin
    case (func3)
        3'b000: begin 
            if(i_inst[31] | i_inst[29] | i_inst[28] | i_inst[27] | i_inst[26] | i_inst[25]) begin 
                rTypeFuncVald = 1'b0;
            end else begin 
                rTypeFuncVald = 1'b1;
            end
        end
        3'b101: begin 
            if(i_inst[31] | i_inst[29] | i_inst[28] | i_inst[27] | i_inst[26] | i_inst[25]) begin 
                rTypeFuncVald = 1'b0;
            end else begin 
                rTypeFuncVald = 1'b1;
            end
        end 
        default: begin 
            if(i_inst[31:25] === 7'd0) begin
                rTypeFuncVald = 1'b1;
            end else begin 
                rTypeFuncVald = 1'b0;
            end
        end
    endcase
end
logic lTypeFuncVld;
always @(*) begin
    case (func3)
        3'b000: lTypeFuncVld = 1'b1;
        3'b001: lTypeFuncVld = 1'b1;
        3'b010: lTypeFuncVld = 1'b1;
        3'b100: lTypeFuncVld = 1'b1; 
        3'b101: lTypeFuncVld = 1'b1;
        default: lTypeFuncVld = 1'b0;
    endcase
end
logic sTypeFuncVld;
always @(*) begin
    case (func3)
        3'b000: sTypeFuncVld = 1'b1; 
        3'b001: sTypeFuncVld = 1'b1; 
        3'b010: sTypeFuncVld = 1'b1; 
        default: sTypeFuncVld = 1'b0;
    endcase
end
always @(*) begin
    case (formatCode)
        4'd0: o_insn_vld = 1'b1;  
        4'd1: o_insn_vld = 1'b1;  
        4'd2: o_insn_vld = 1'b1;  
        4'd3: o_insn_vld = jalrFunc3Vld;  
        4'd4: o_insn_vld = bTypeFuncVld;  
        4'd5: o_insn_vld = lTypeFuncVld;  
        4'd6: o_insn_vld = sTypeFuncVld;  
        4'd7: o_insn_vld = iTypefuncVld;  
        4'd8: o_insn_vld = rTypeFuncVald;  
        default: o_insn_vld = 1'b0;  
    endcase
end
assign o_pcSel = pcSel;
assign o_opImm = opImm;
assign o_brUnsigned =  brUnsign;
assign o_opaSel = opASel;
assign o_opbSel = opBSel;
assign o_aluOp = aluOp;
assign o_memWrEnable = memWrEnable;
assign o_wbSel =  wbSel;
assign o_rdWrEnable = rdWrEnable;
assign o_mask = mask;
endmodule
```
`flow/constraint.sdc`:
```
current_design control

set clk_period 4.1
set clk_io_pct 0.2

create_clock -name clk0 -period $clk_period

set non_clock_inputs [all_inputs -no_clocks]
set_input_delay [expr $clk_period * $clk_io_pct] -clock clk0 $non_clock_inputs
set_output_delay [expr $clk_period * $clk_io_pct] -clock clk0 [all_outputs]
```
`flow/config.mk`:
```
export PLATFORM = sky130hd
export DESIGN_NAME = control
export DESIGN_NICKNAME = control
export VERILOG_FILES = /design/flow/design.v
export SDC_FILE = /design/flow/constraint.sdc
export NUM_CORES = 4
export LEC_CHECK = 1
export CORE_AREA = 10 10 70 70
export DIE_AREA = 0 0 80 80
```
`flow/run.sh`:
```
#!/bin/bash
# OpenROAD 26Q1-2900-gdf79404cd8, Yosys 0.63+post, stock flow scripts
make -C /OpenROAD-flow-scripts/flow DESIGN_CONFIG=/design/flow/config.mk WORK_HOME=/design/flow/orfs finish
```
==> impl_metrics.csv <==
group,metric,value,unit
outcome,status,"finished clean",
pwr,p_seq_share,0,%
timing,final_max_slew_viol_count,0,
timing,relSlewSlack,70.8,%
final_layout,nFlopsAndLatches,0,
pwr,finalPower,0.0000853,W
route,first_pass_iters,6,
setup_path,startpoint_type,"input port",
route,vias,977,
timing,fmax,0.257,GHz
floorplanning,initCoreUtil,20.8,%
synthesis,netlist_logic_family_top,"AND-OR/OR-AND gates",
run,maxCapViolCount,0,
min_path,hp-class,"input port to primary output",
synthesis,ys_sh_xor,4.92,%
global_route,grt-ovfl-total,0,
setup_path,crit_chain,"clkbuf_2 > or3b_4 > a21oi_2 > o21ai_2 > inv_1 > buf_4 > ha_1 > and2b_2 > a2bb2oi_1 > o21ai_0 > o221ai_1 > clkdlybuf4s50_1",
final_layout,drive_gt1_share,33.5,%
place,dp_hpwl,2250,um
floorplanning,dieArea,6400,um^2
pwr,netSwitchingPower,0.0000395,W
pwr,pwr-share-clk,0,%
setup_path,path_max_fanout,6,
setup_path,criticalPathCategory,"input port to primary output",
setup_path,critPathCaptureType,"primary output",
timing,final.period_utilization,95.0,%
setup_path,crit_required,3.28,ns
setup_path,max_stage_delay,0.50,ns
timing,setup-violations-final,0,
setup_path,slowest_stage,"clkdlybuf4s50_1",
pwr,power_frac_comb,100.0,%
floorplanning,die_w,80,um
timing,min_period,3.90,ns
synthesis,yosysWarnings,1,
setup_path,crit_family,"buffers and inverters",
route,wl,2750,um
setup_path,worstPathBufferInverterCount,4,
floorplanning,core_area,3420,um^2
synthesis,simple_gate_share,35.5,%
global_route,grt_pass1_vias,952,
route,diodes,0,
synthesis,mux_share,2.99,%
timing,hold_viol,0,
pwr,p_int,0.0000457,W
place,place.gp.congestion,0.836,
synthesis,aoi_share,37.4,%
route,drtIter0Drc,50,
global_route,grt_usage,8.08,%
floorplanning,die_h,80,um
synthesis,yosys.area_share.adder,7.03,%
synthesis,synth_seq_share,0,%
final_layout,postLayoutCoreUtil,40.3,%
timing,max_slew.worst_pin.slew,0.426,ns
floorplanning,num_rows,21,
setup_path,worstPathArrival,3.08,ns
pwr,p_per_area,62.0,nW/um^2
final_layout,stdcell_area,1380,um^2
final_layout,area_growth,93.1,%
synthesis,netlist_area,712,um^2
floorplanning,io_pins,55,
global_route,grt_max_degree,14,
final_layout,lay_top_count,"clkdlybuf4s50_1",
final_layout,fill_cells,357,
final_layout,clock_buffers,0,
synthesis,synth.avg_cell_area,6.65,um^2
synthesis,ys_chip_area,712,um^2
global_route,grt_pass1_wl,4440,um
synthesis,postSynthCellCount,107,
route,postRouteAntennaNets,0,
place,io_buffer_count,40,
final_layout,register_area,0,um^2
route,remaining_drc_errors,0,
synthesis,synth_cell_types,46,
timing,tns,0,ns
pwr,peakVddDrop,0.0157,mV
synthesis,ys_cells,107,
route,vias_per_cell,4.72,
pwr,p_leak,0.516,nW
global_route,antenna_found_initial,0,
final_layout,layout.cells.most_common_list,"clkdlybuf4s50_1, buf_4, nor2_1, inv_1, a21oi_1",
route,routedWlPerCell,13.3,um
run,warnings,50,
pwr,p_sw_share,46.4,%
place,dpl_cell_area,1270,um^2
## per-stage QoR
step | hold slack (ns) | cells | setup WS [ns]
2_1_floorplan | 1.74 | 107 | 0.729
3_3_place_gp | 2.68 | 206 | -0.273
3_5_place_dp | 2.69 | 206 | -0.299
4_1_cts | 2.59 | 207 | 0.00842
5_1_grt | 2.40 | 207 | -0.0199
6_report | 2.38 | 207 | 0.204
## synthesized netlist by cell type, types with 2 or more instances
master	instances	area share (%)
and3_1	2	1.8
a2111oi_0	3	3.7
a21oi_1	10	7.0
xnor2_1	2	2.5
o21ai_0	7	4.9
o21ai_1	3	2.1
inv_1	8	4.2
nor3_1	4	2.8
nand2_1	7	3.7
nand3b_1	3	3.2
buf_4	3	3.2
a31oi_1	2	1.8
xor2_1	2	2.5
ha_1	4	7.0
nor3b_1	2	2.1
nand2b_1	3	2.6
buf_2	3	2.1
o32ai_1	2	2.5
nor2_1	9	4.7
o32a_1	2	2.8
## area by class of cell
type	instances	area, um^2	share of cell area [%]
inverters	9	33.8	2.46
multi-input cells	90	736	53.5
well taps	46	57.6	4.19
repair buffers	62	548	39.9
## worst min-delay path, delay by kind of cell
kind	cells	cell delay, ns
compound gates	1	0.13
buf+inv	2	0.61
## path summary, 6_finish.rpt
kind	start	to	slack [ns]	depth (start not counted)
setup / recovery	i_inst[4]	o_insn_vld	0.20	12
hold / removal	i_inst[6]	o_rdWrEnable	2.38	3
## timing repair
item,CTS,global route
gates resized,20,23
pin swaps,6,1
endpoints found under the setup margin,15,8
setup buffers,1,0
hold buffers,0,0
## power groups by stage
stage	Clock, W	Combinational, W	Sequential (W)
6_report	0	0.0000853	0
4_1_cts	0	0.0000803	0
5_1_grt	0	0.0000932	0
## logic make-up (layout without fill, tap and decap cells)
family                     count (synthesis)  in the layout
buffers and inverters                     17             71
muxes                                      2              2
AOI/OAI and AO/OA                         39             39
xor gates and xnor gates                   4              4
and+or+nand+nor                           41             41
adders and majority gates                  4              4
## routing by layer
| layer | wire [um] | track usage, % | share of wire (%) |
|---|---|---|---|
| met5 | 0 | 0 | 0 |
| met4 | 23 | 0 | 0.84 |
| met3 | 160 | 1.59 | 5.8 |
| met2 | 1260 | 13.9 | 46 |
| met1 | 1300 | 10.7 | 47 |
Power is estimated from default activity; no workload was simulated.
