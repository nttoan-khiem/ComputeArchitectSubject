--- flow/constraint.sdc ---
current_design shiftRight

set clk_period 6.2
set clk_io_pct 0.2

create_clock -name clk0 -period $clk_period

set non_clock_inputs [all_inputs -no_clocks]
set_input_delay [expr $clk_period * $clk_io_pct] -clock clk0 $non_clock_inputs
set_output_delay [expr $clk_period * $clk_io_pct] -clock clk0 [all_outputs]
--- flow/config.mk ---
export PLATFORM = sky130hd
export DESIGN_NAME = shiftRight
export DESIGN_NICKNAME = shiftRight
export VERILOG_FILES = /design/flow/design.v
export SDC_FILE = /design/flow/constraint.sdc
export NUM_CORES = 4
export LEC_CHECK = 1
export CORE_UTILIZATION = 50
--- flow/run.sh ---
#!/bin/bash
# OpenROAD 26Q1-2900-gdf79404cd8, Yosys 0.63+post, stock flow scripts
make -C /OpenROAD-flow-scripts/flow DESIGN_CONFIG=/design/flow/config.mk WORK_HOME=/design/flow/orfs finish
--- flow/design.v ---
module alu(
    input logic [31:0] i_operandA,
    input logic [31:0] i_operandB,
    input logic [3:0] i_aluOp,
    output logic [31:0] o_aluData
);
logic [32:0] extendOpa, extendOpb, operandBToAdd;
logic [32:0] adderTemp; 
logic [32:0] bu2_operandB;
logic signalSelSign;
logic athi;
assign extendOpa = {1'b0, i_operandA};
assign extendOpb = {1'b0, i_operandB};
assign bu2_operandB = (~extendOpb) + 33'd1;
controlSel selControlBlock(
    .i_oper(i_aluOp),
    .o_sig(signalSelSign),
    .o_athi(athi)
);
selOperand selBlock(
    .i_sel(signalSelSign),
    .i_a(extendOpb),
    .i_b(bu2_operandB),
    .o_d(operandBToAdd)
);
logic [33:0] extendOpaCompUnsign;
assign extendOpaCompUnsign = {{2{1'd0}}, i_operandA};
logic [33:0] extendOpaCompSign;
assign extendOpaCompSign = {{2{i_operandA[31]}}, i_operandA};
logic [33:0] extendOpbCompUnsign;
assign extendOpbCompUnsign = {{2{1'd0}}, i_operandB};
logic [33:0] extendOpbCompSign;
assign extendOpbCompSign = {{2{i_operandB[31]}}, i_operandB};
logic [33:0] exeOpaComp, exeOpbCompTemp;
controlSelComp SelecConpareOpa(
    .i_sel(signalSelSign),
    .i_a(extendOpaCompUnsign),
    .i_b(extendOpaCompSign),
    .o_d(exeOpaComp)
);
controlSelComp SelecConpareOpb(
    .i_sel(signalSelSign),
    .i_a(extendOpbCompUnsign),
    .i_b(extendOpbCompSign),
    .o_d(exeOpbCompTemp)
);
logic [33:0] exeOpbComp;
assign exeOpbComp = ~exeOpbCompTemp + 34'd1;
logic [33:0] resultComp;
assign resultComp = exeOpaComp + exeOpbComp;
logic [31:0] m_and;
logic [31:0] m_or;
logic [31:0] m_xor;
logic [31:0] m_add;
logic [31:0] m_slt, m_sltu;
logic [31:0] m_sll, m_srla;
logic [31:0] m_lui;
assign m_and = i_operandA & i_operandB;
assign m_or = i_operandA | i_operandB;
assign m_xor = i_operandA ^ i_operandB;
assign adderTemp = extendOpa + operandBToAdd;
assign m_slt = {{31{1'd0}}, resultComp[33]};
assign m_sltu = {{31{1'd0}}, resultComp[33]};
assign m_add = adderTemp[31:0];
assign m_lui = i_operandB;
shiftLeft shiftLeftBlock (
    .i_agr(i_operandA),
    .i_shift(i_operandB[4:0]),
    .o_data(m_sll)
);
shiftRight shiftRightBlock (
    .i_agr(i_operandA),
    .i_shift(i_operandB[4:0]),
    .i_logicArith(athi),
    .o_data(m_srla)
);
selOutputAlu selectOutputLogicBlock(
    .i_oper(i_aluOp),
    .i_addSub(m_add),
    .i_lui(m_lui),
    .i_slt(m_slt),
    .i_sltu(m_sltu),
    .i_xor(m_xor),
    .i_or(m_or),
    .i_and(m_and),
    .i_sll(m_sll),
    .i_srla(m_srla),
    .o_data(o_aluData)
);
endmodule
module selOperand(
    input logic i_sel,
    input logic [32:0] i_a,
    input logic [32:0] i_b,
    output logic [32:0] o_d
);
always @(*) begin
    case (i_sel)
        1'b0: o_d = i_a;
        1'b1: o_d = i_b; 
    endcase
end
endmodule
module selOperandComp(
    input logic i_sel,
    input logic [33:0] i_a,
    input logic [33:0] i_b,
    output logic [33:0] o_d
);
always @(*) begin
    case (i_sel)
        1'b0: o_d = i_a;
        1'b1: o_d = i_b; 
    endcase
end
endmodule
module controlSel(
    input logic [3:0] i_oper,
    output logic o_sig,
    output logic o_athi
);
always @(*) begin
    case (i_oper)
        4'b0001: begin 
            o_sig = 1;
            o_athi = 0;
        end
        4'b0010: begin 
            o_sig = 1;
            o_athi = 0;
        end
        4'b0011: begin
            o_sig = 1;
            o_athi = 0;
        end
        4'b1001: begin 
            o_sig = 0;
            o_athi = 1;
        end
        default: begin 
            o_sig = 0;
            o_athi = 0;
        end
    endcase
end
endmodule
module shiftLeft(
    input logic [31:0] i_agr,
    input logic [4:0] i_shift,
    output logic [31:0] o_data
);
logic [31:0] internalData [31:0];
assign internalData[0] = i_agr;
assign internalData[1] = {i_agr[30:0], {1{1'b0}}};
assign internalData[2] = {i_agr[29:0], {2{1'b0}}};
assign internalData[3] = {i_agr[28:0], {3{1'b0}}};
assign internalData[4] = {i_agr[27:0], {4{1'b0}}};
assign internalData[5] = {i_agr[26:0], {5{1'b0}}};
assign internalData[6] = {i_agr[25:0], {6{1'b0}}};
assign internalData[7] = {i_agr[24:0], {7{1'b0}}};
assign internalData[8] = {i_agr[23:0], {8{1'b0}}};
assign internalData[9] = {i_agr[22:0], {9{1'b0}}};
assign internalData[10] = {i_agr[21:0], {10{1'b0}}};
assign internalData[11] = {i_agr[20:0], {11{1'b0}}};
assign internalData[12] = {i_agr[19:0], {12{1'b0}}};
assign internalData[13] = {i_agr[18:0], {13{1'b0}}};
assign internalData[14] = {i_agr[17:0], {14{1'b0}}};
assign internalData[15] = {i_agr[16:0], {15{1'b0}}};
assign internalData[16] = {i_agr[15:0], {16{1'b0}}};
assign internalData[17] = {i_agr[14:0], {17{1'b0}}};
assign internalData[18] = {i_agr[13:0], {18{1'b0}}};
assign internalData[19] = {i_agr[12:0], {19{1'b0}}};
assign internalData[20] = {i_agr[11:0], {20{1'b0}}};
assign internalData[21] = {i_agr[10:0], {21{1'b0}}};
assign internalData[22] = {i_agr[9:0], {22{1'b0}}};
assign internalData[23] = {i_agr[8:0], {23{1'b0}}};
assign internalData[24] = {i_agr[7:0], {24{1'b0}}};
assign internalData[25] = {i_agr[6:0], {25{1'b0}}};
assign internalData[26] = {i_agr[5:0], {26{1'b0}}};
assign internalData[27] = {i_agr[4:0], {27{1'b0}}};
assign internalData[28] = {i_agr[3:0], {28{1'b0}}};
assign internalData[29] = {i_agr[2:0], {29{1'b0}}};
assign internalData[30] = {i_agr[1:0], {30{1'b0}}};
assign internalData[31] = {i_agr[0], {31{1'b0}}};
assign o_data = internalData[i_shift];
endmodule
module shiftRight(
    input logic [31:0] i_agr,
    input logic [4:0] i_shift,
    input logic i_logicArith,
    output logic [31:0] o_data
);
logic [31:0] internalData [31:0];
assign internalData[0] = i_agr;
assign internalData[1] = {{1{i_logicArith & i_agr[31]}},i_agr[31:1]};
assign internalData[2] = {{2{i_logicArith & i_agr[31]}},i_agr[31:2]};
assign internalData[3] = {{3{i_logicArith & i_agr[31]}},i_agr[31:3]};
assign internalData[4] = {{4{i_logicArith & i_agr[31]}},i_agr[31:4]};
assign internalData[5] = {{5{i_logicArith & i_agr[31]}},i_agr[31:5]};
assign internalData[6] = {{6{i_logicArith & i_agr[31]}},i_agr[31:6]};
assign internalData[7] = {{7{i_logicArith & i_agr[31]}},i_agr[31:7]};
assign internalData[8] = {{8{i_logicArith & i_agr[31]}},i_agr[31:8]};
assign internalData[9] = {{9{i_logicArith & i_agr[31]}},i_agr[31:9]};
assign internalData[10] = {{10{i_logicArith & i_agr[31]}},i_agr[31:10]};
assign internalData[11] = {{11{i_logicArith & i_agr[31]}},i_agr[31:11]};
assign internalData[12] = {{12{i_logicArith & i_agr[31]}},i_agr[31:12]};
assign internalData[13] = {{13{i_logicArith & i_agr[31]}},i_agr[31:13]};
assign internalData[14] = {{14{i_logicArith & i_agr[31]}},i_agr[31:14]};
assign internalData[15] = {{15{i_logicArith & i_agr[31]}},i_agr[31:15]};
assign internalData[16] = {{16{i_logicArith & i_agr[31]}},i_agr[31:16]};
assign internalData[17] = {{17{i_logicArith & i_agr[31]}},i_agr[31:17]};
assign internalData[18] = {{18{i_logicArith & i_agr[31]}},i_agr[31:18]};
assign internalData[19] = {{19{i_logicArith & i_agr[31]}},i_agr[31:19]};
assign internalData[20] = {{20{i_logicArith & i_agr[31]}},i_agr[31:20]};
assign internalData[21] = {{21{i_logicArith & i_agr[31]}},i_agr[31:21]};
assign internalData[22] = {{22{i_logicArith & i_agr[31]}},i_agr[31:22]};
assign internalData[23] = {{23{i_logicArith & i_agr[31]}},i_agr[31:23]};
assign internalData[24] = {{24{i_logicArith & i_agr[31]}},i_agr[31:24]};
assign internalData[25] = {{25{i_logicArith & i_agr[31]}},i_agr[31:25]};
assign internalData[26] = {{26{i_logicArith & i_agr[31]}},i_agr[31:26]};
assign internalData[27] = {{27{i_logicArith & i_agr[31]}},i_agr[31:27]};
assign internalData[28] = {{28{i_logicArith & i_agr[31]}},i_agr[31:28]};
assign internalData[29] = {{29{i_logicArith & i_agr[31]}},i_agr[31:29]};
assign internalData[30] = {{30{i_logicArith & i_agr[31]}},i_agr[31:30]};
assign internalData[31] = {{31{i_logicArith & i_agr[31]}},i_agr[31]};
assign o_data = internalData[i_shift];
endmodule
module selOutputAlu(
    input logic [3:0] i_oper,
    input logic [31:0] i_addSub,
    input logic [31:0] i_slt,
    input logic [31:0] i_sltu,
    input logic [31:0] i_xor,
    input logic [31:0] i_lui,
    input logic [31:0] i_or,
    input logic [31:0] i_and,
    input logic [31:0] i_sll,
    input logic [31:0] i_srla,
    output logic [31:0] o_data
);
always @(*) begin
    case (i_oper)
        4'b0000: o_data = i_addSub; 
        4'b0001: o_data = i_addSub;
        4'b0010: o_data = i_slt;  
        4'b0011: o_data = i_sltu;
        4'b0100: o_data = i_xor;
        4'b0101: o_data = i_or;
        4'b0110: o_data = i_and;
        4'b0111: o_data = i_sll;
        4'b1000: o_data = i_srla;
        4'b1001: o_data = i_srla;
        4'b1010: o_data = i_lui;
        default: o_data = 32'd0;
    endcase
end
endmodule
==> notes.org <==
#+TITLE: Synthesis and PnR summary

** Power and ir drop
- Maximum vdd drop :: 73.08 uV
- Power density cells :: between 80 and 90 nW/um^2
- Pleak :: 1.959 nW

** Synth
- Comb area leader :: AND-OR/OR-AND gates
- Per Yosys stat, the portion of area used by sequential elements is 0.
- Dividing the synthesized area by the synthesized cell count gives ~6.6 sq um.
- Simple Share, Synth :: 0.3198
- Area figure in the yosys stat output :: 5079 sq um
- Number of distinct library cell variants in the gate-level netlist after synthesis :: 72
- Yosys warning count :: 2
- Fraction of the mapped netlist area in adder cells :: 0
- Per the synthesis report, the XOR/XNOR share of the synthesized area is 0.
- Area share of and-or/or-and cells after synthesis :: 0.4853
- Post-Synthesis Cell Area :: roughly 5100 sq um
- Cell count in the Yosys report :: 771
- For reference, the mux area share after synthesis is 0.06948.
- Post-synthesis cell count :: 771

** Critical path
- Category of cells accounting for the largest share of critical-path delay :: buffers and inverters
- Critical path capture point type :: output pin
- List of cells traversed by the critical path :: buf_2 > buf_4 > buf_4 > nor4b_1 > buf_4 > a22oi_1 > a21oi_1 > a2111oi_0 > a31oi_1 > clkdlybuf4s50_1
- Count of buffer and inverter cells on the critical path :: 5
- Slowest cell on the critical path :: sky130_fd_sc_hd__buf_2
- Critical path's most frequent cell :: sky130_fd_sc_hd__buf_4
- Crit start category :: input pin
- Data on the critical path is required at its endpoint by slightly below 5 ns.
- In this design, the stage delay of the slowest critical-path cell is about 0.57 ns.
- Crit Path Max Fanout :: 29
- In the setup report, the worst path falls into the class input pin to output pin.
- The data arrival time reported for the critical path is 4.43 ns.

** Finish
- Once layout is complete, the utilization of the core stands at 0.5938.
- Design area :: 5831 sq um
- Layout cells sized above 1 :: 0.1357
- Relative area change from synthesis to final layout :: 14.81%
- FF/Latch Area :: 0 sq um
- In the final layout, the clock buffer count is 0.
- Count of sequential standard cells :: 0

** Global routing
- Overall overflow remaining after global route :: 0
- Wire length of the first global-routing pass :: approximately 45 mm
- Largest net degree at the start of global routing :: about 70
- Total routing usage reported by global routing :: 0.5875
- Antenna violations before repair :: 2
- The via count of the first global-routing pass is 7085.

** Timing
- Transition time at the pin with the least slew margin :: 1.050 ns
- Rel. slew slack :: 0.2971
- Final Max Tran Viols :: 0
- Worst hold slack across all endpoints :: 3.474 ns
- Setup total negative slack on the finished layout was measured at 0 ns.
- Highest clock rate :: 176.5 MHz
- The last timing report of the flow puts the setup violation total at 0.
- Setup repair after global routing left no endpoint under its margin.
- The final timing summary puts the cycle share of the worst path at 0.9140.
- Final tally of hold violations :: 0
- Final critical delay including setup and external delays :: 5.667 ns

** Place
- Weighted congestion at the end of routability-driven global placement :: 1.102
- Dpl cell area :: 5831 sq um
- HPWL reported at the end of detailed placement :: 19.66 mm
- During placement, the flow inserted port buffers numbering 70.

** Floorplan
- Row generation in the floorplan step produced 36 rows.
- The region available for standard cell placement spans 9819 sq um.
- The vertical die dimension reported for this design is just over 100 um.
- Pin placement for this block handled 70 I/O pins.
- Die Footprint :: 10560 sq um
- The initial utilization of the core area, before any placement, comes to 0.5172.
- The floorplan step set the die width to between 100 and 150 um.

** Route
- Per the detail_route report, inserted antenna diodes total 0.
- The routed design shows a via density per instance of 8.689.
- DRT iter0 DRCs :: 1438
- TritonRoute reported its final design rule violation total as 0.
- After detailed routing, the average wire length per cell comes to 33.26 um.
- Number of optimization iterations in the first detailed-route pass :: 12
- In this run the remaining antenna-violating nets after routing total 0.
- Overall routed net length :: 30.40 mm
- Total via count after detailed routing :: 7942

** Job
- Number of max-cap violations :: 0
- Across all stage logs, warnings added up to 32.

** Clock network
- After clock tree synthesis, the flow added hold-fix buffers numbering 0.
- Post-CTS Setup Repair Bufs :: 0
- Post-cts sizing count :: 0

** Min path
- According to the hold report, the worst path is of the input pin to output pin type.

** Outcome
- Status :: finished clean
==> area by class of cell <==
type	instances	area [sq um]
fill	970	3989
inverter	10	37.54
multi-input combinational	636	4448
tap	133	166.4
timing repair buffer	135	1179
==> stage by stage <==
stage	total power, mW	std cells	setup WS [ns]
2_1_floorplan	0.2437	771	2.187
3_3_place_gp	0.4321	914	0.6467
3_5_place_dp	0.4287	914	0.7085
4_1_cts	0.4313	914	0.7026
5_1_grt	0.4764	914	0.4025
6_report	0.4666	914	0.5335
==> power by group <==
part	internal, mW	leakage, nW	switching, mW
registers	0	0	0
clock network	0	0	0
logic	0.186	1.96	0.280
total	0.186	1.96	0.280
==> path summary, 6_finish.rpt <==
| check | slack [ns] | from | cells past startpoint | end |
|---|---|---|---|---|
| max | 0.53 | i_shift[2] | 10 | o_data[1] |
| min | 3.47 | i_agr[0] | 3 | o_data[0] |
==> kinds of logic (layout without fill, tap and decap cells) <==
group | after synthesis | after routing
simple gates | 271 | 271
compound gates | 332 | 332
buf+inv | 135 | 145
mux | 33 | 33
==> placed cells by master (no fill, tap or decap), types with 6 or more instances in the layout <==
| cell | netlist | layout |
|---|---|---|
| sky130_fd_sc_hd__a2111oi_0 | 7 | 7 |
| sky130_fd_sc_hd__nor2b_1 | 18 | 18 |
| sky130_fd_sc_hd__nor3b_1 | 8 | 8 |
| sky130_fd_sc_hd__and3_1 | 16 | 16 |
| sky130_fd_sc_hd__nand3b_1 | 9 | 9 |
| sky130_fd_sc_hd__o22ai_1 | 12 | 12 |
| sky130_fd_sc_hd__clkdlybuf4s50_1 | 0 | 65 |
| sky130_fd_sc_hd__nand2_1 | 40 | 40 |
| sky130_fd_sc_hd__o211ai_1 | 6 | 6 |
| sky130_fd_sc_hd__nor3_1 | 12 | 12 |
| sky130_fd_sc_hd__nor4_1 | 6 | 6 |
| sky130_fd_sc_hd__nand4_1 | 7 | 7 |
| sky130_fd_sc_hd__a222oi_1 | 12 | 12 |
| sky130_fd_sc_hd__a32oi_1 | 20 | 20 |
| sky130_fd_sc_hd__inv_1 | 8 | 8 |
| sky130_fd_sc_hd__a221oi_1 | 19 | 19 |
| sky130_fd_sc_hd__or3_1 | 8 | 8 |
| sky130_fd_sc_hd__nand2b_1 | 16 | 16 |
| sky130_fd_sc_hd__a211oi_1 | 7 | 7 |
| sky130_fd_sc_hd__nand3_1 | 37 | 37 |
| sky130_fd_sc_hd__a22oi_1 | 56 | 56 |
| sky130_fd_sc_hd__a21oi_1 | 52 | 52 |
| sky130_fd_sc_hd__a31oi_1 | 20 | 20 |
| sky130_fd_sc_hd__nor2_1 | 32 | 32 |
| sky130_fd_sc_hd__nor3_2 | 6 | 6 |
| sky130_fd_sc_hd__a22o_1 | 25 | 25 |
| sky130_fd_sc_hd__buf_4 | 6 | 65 |
| sky130_fd_sc_hd__a2bb2oi_1 | 6 | 6 |
| sky130_fd_sc_hd__and4_1 | 8 | 8 |
| sky130_fd_sc_hd__a32o_1 | 9 | 9 |
| sky130_fd_sc_hd__mux2i_1 | 18 | 18 |
| sky130_fd_sc_hd__o21ai_0 | 29 | 29 |
| sky130_fd_sc_hd__and2_1 | 8 | 8 |
| sky130_fd_sc_hd__mux2_2 | 13 | 13 |
| sky130_fd_sc_hd__o32a_1 | 8 | 8 |
==> routing by layer <==
| metal | track usage | routed length [um] | up-vias |
|---|---|---|---|
| met5 | 0.04808 | 12 | - |
| met4 | 0.3662 | 2922 | 2 |
| met3 | 0.3846 | 6350 | 344 |
| met2 | 0.7451 | 10950 | 1004 |
| met1 | 0.7171 | 10170 | 3471 |
| li1 | - | - | 3121 |
==> synthesized netlist by cell type (7+ instances only) <==
cell	n	share of area
sky130_fd_sc_hd__a21oi_1	52	0.051
sky130_fd_sc_hd__or3_1	8	0.0099
sky130_fd_sc_hd__nor2_1	32	0.024
sky130_fd_sc_hd__inv_1	8	0.0059
sky130_fd_sc_hd__nand2b_1	16	0.020
sky130_fd_sc_hd__nor3b_1	8	0.012
sky130_fd_sc_hd__nor3_1	12	0.012
sky130_fd_sc_hd__nand3_1	37	0.036
sky130_fd_sc_hd__nand3b_1	9	0.013
sky130_fd_sc_hd__o22ai_1	12	0.015
sky130_fd_sc_hd__a31oi_1	20	0.025
sky130_fd_sc_hd__o21ai_0	29	0.029
sky130_fd_sc_hd__buf_2	49	0.048
sky130_fd_sc_hd__and4_1	8	0.014
sky130_fd_sc_hd__nor2b_1	18	0.022
sky130_fd_sc_hd__and2_1	8	0.0099
sky130_fd_sc_hd__mux2_2	13	0.029
sky130_fd_sc_hd__a211oi_1	7	0.010
sky130_fd_sc_hd__a221oi_1	19	0.033
sky130_fd_sc_hd__o32a_1	8	0.016
sky130_fd_sc_hd__a22o_1	25	0.043
sky130_fd_sc_hd__a32o_1	9	0.018
sky130_fd_sc_hd__nand2_1	40	0.030
sky130_fd_sc_hd__a22oi_1	56	0.083
sky130_fd_sc_hd__a2111oi_0	7	0.012
sky130_fd_sc_hd__nand4_1	7	0.0086
sky130_fd_sc_hd__clkbuf_1	58	0.043
sky130_fd_sc_hd__a32oi_1	20	0.034
sky130_fd_sc_hd__mux2i_1	18	0.035
sky130_fd_sc_hd__a222oi_1	12	0.024
sky130_fd_sc_hd__and3_1	16	0.020
Power is estimated from default activity; no workload was simulated.
